## design.v

```verilog
module working_zone
(
    input               i_clk,
    input               i_start,
    input               i_rst,
    input   [7:0]       i_data,
    output reg [15:0]      o_address,
    output reg             o_done,
    output reg             o_en,
    output reg             o_we,
    output reg [7:0]       o_data
);
reg [4:0]   state;
reg [15:0]  o_address_dly;
reg         o_en_dly,o_we_dly;
reg [7:0]   data0;
reg [7:0]   data1;
reg [7:0]   data2;
reg [7:0]   data3;
reg [7:0]   data4;
reg [7:0]   data5;
reg [7:0]   data6;
reg [7:0]   data7;
reg [7:0]   i_addr;
wire            WZ_BIT;
reg     [2:0]   WZ_NUM;
reg     [3:0]   WZ_OFFSET;
reg     [3:0]   WZ_OFFSET_ONE_HOT;
wire    [7:0]   wz;
assign  wz[0]= (data0 <= i_addr ) && ( i_addr <= data0 +   3 );
assign  wz[1]= (data1 <= i_addr ) && ( i_addr <= data1 +   3 );
assign  wz[2]= (data2 <= i_addr ) && ( i_addr <= data2 +   3 );
assign  wz[3]= (data3 <= i_addr ) && ( i_addr <= data3 +   3 );
assign  wz[4]= (data4 <= i_addr ) && ( i_addr <= data4 +   3 );
assign  wz[5]= (data5 <= i_addr ) && ( i_addr <= data5 +   3 );
assign  wz[6]= (data6 <= i_addr ) && ( i_addr <= data6 +   3 );
assign  wz[7]= (data7 <= i_addr ) && ( i_addr <= data7 +   3 );
assign  WZ_BIT  = |wz[7:0];
parameter       WAIT        =   1  ;    
parameter       READ_DATA   =   2  ;
parameter       ENCODE      =   4  ;
parameter       WRITE       =   8   ;
parameter       DONE        =   16  ;    
always@(*)
begin
    if( WZ_BIT  ==  0 )
        o_data   =   i_addr;
    else
        o_data   =   {1'b1,WZ_NUM,WZ_OFFSET_ONE_HOT};
end
always@(*)
begin
    case(wz)
        8'b00000001 :   WZ_NUM  =   3'd0;  
        8'b00000010 :   WZ_NUM  =   3'd1;
        8'b00000100 :   WZ_NUM  =   3'd2;
        8'b00001000 :   WZ_NUM  =   3'd3;
        8'b00010000 :   WZ_NUM  =   3'd4;
        8'b00100000 :   WZ_NUM  =   3'd5;
        8'b01000000 :   WZ_NUM  =   3'd6;
        8'b10000000 :   WZ_NUM  =   3'd7;
        default     :   WZ_NUM  =   3'd0;
    endcase
end
always@(*)
begin
    case(wz)
        8'b00000001 :   WZ_OFFSET  =   i_addr - data0;  
        8'b00000010 :   WZ_OFFSET  =   i_addr - data1;
        8'b00000100 :   WZ_OFFSET  =   i_addr - data2;
        8'b00001000 :   WZ_OFFSET  =   i_addr - data3;
        8'b00010000 :   WZ_OFFSET  =   i_addr - data4;
        8'b00100000 :   WZ_OFFSET  =   i_addr - data5;
        8'b01000000 :   WZ_OFFSET  =   i_addr - data6;
        8'b10000000 :   WZ_OFFSET  =   i_addr - data7;
        default     :   WZ_OFFSET  =   4'd0;
    endcase
end
always@(*)
begin
    case(WZ_OFFSET)
        0 :   WZ_OFFSET_ONE_HOT  =   4'b0001;  
        1 :   WZ_OFFSET_ONE_HOT  =   4'b0010;
        2 :   WZ_OFFSET_ONE_HOT  =   4'b0100;
        3 :   WZ_OFFSET_ONE_HOT  =   4'b1000;
        default :   WZ_OFFSET_ONE_HOT  =   4'd0;
    endcase
end
always@(posedge i_clk)
begin
    if( i_rst )
        o_address    <=  'b0;
    else if( state == WAIT  )
        o_address    <=  'b0;
    else if( state == WRITE  )
        o_address    <=  9;
    else if( state == READ_DATA  )
        o_address    <=  o_address  +   1'b1;
    else
        o_address    <=  o_address;
end
always@(posedge i_clk)
begin
    if( i_rst )
        o_done    <=  1'b0;
    else if( state == DONE  )
        o_done    <=  1'b1;
    else
        o_done    <=  1'b0;
end
always@(*)
begin
    if( i_rst )
        o_en    <=  1'b0;
    else if( state == READ_DATA || state == WRITE )
        o_en    <=  1'b1;
    else
        o_en    <=  1'b0;
end
always@(posedge i_clk)
begin
    if( i_rst ) begin
        o_address_dly   <=  'b0;
        o_en_dly        <=  'b0;
        o_we_dly        <=  'b0;
    end
    else begin
        o_address_dly   <=  o_address;
        o_en_dly        <=  o_en;
        o_we_dly        <=  o_we;
    end
end
always@(*)
begin
    if( state == WRITE )
        o_we    <=  1'b1;
    else
        o_we    <=  1'b0;
end
wire    i_data_en =   o_en_dly && !o_we_dly;
always@(posedge i_clk)
begin
    if( i_rst ) 
        data0   <=  8'b0;
    else if( ( i_data_en ) && ( o_address_dly == 0 ) )       
        data0   <=  i_data;       
end
always@(posedge i_clk)
begin
    if( i_rst ) 
        data1   <=  8'b0;
    else if( ( i_data_en ) && ( o_address_dly == 1 ) )       
        data1   <=  i_data;       
end
always@(posedge i_clk)
begin
    if( i_rst ) 
        data2   <=  8'b0;
    else if( ( i_data_en ) && ( o_address_dly == 2 ) )       
        data2   <=  i_data;       
end
always@(posedge i_clk)
begin
    if( i_rst ) 
        data3   <=  8'b0;
    else if( ( i_data_en ) && ( o_address_dly == 3 ) )       
        data3   <=  i_data;       
end
always@(posedge i_clk)
begin
    if( i_rst ) 
        data4   <=  8'b0;
    else if( ( i_data_en ) && ( o_address_dly == 4 ) )       
        data4   <=  i_data;       
end
always@(posedge i_clk)
begin
    if( i_rst ) 
        data5   <=  8'b0;
    else if( ( i_data_en ) && ( o_address_dly == 5 ) )       
        data5   <=  i_data;       
end
always@(posedge i_clk)
begin
    if( i_rst ) 
        data6   <=  8'b0;
    else if( ( i_data_en ) && ( o_address_dly == 6 ) )       
        data6   <=  i_data;       
end
always@(posedge i_clk)
begin
    if( i_rst ) 
        data7   <=  8'b0;
    else if( ( i_data_en ) && ( o_address_dly == 7 ) )       
        data7   <=  i_data;       
end
always@(posedge i_clk)
begin
    if( i_rst ) 
        i_addr   <=  8'b0;
    else if( ( i_data_en ) && ( o_address_dly == 8 ) )       
        i_addr   <=  i_data;       
end
always@(posedge i_clk)
begin
    if( i_rst )
        state   <=  WAIT;
    else case( state )
        WAIT       : 
            if( i_start )
                state   <=  READ_DATA;
        READ_DATA  :
            if( o_address == 8 )
                state   <=  ENCODE;
        ENCODE     : 
                state   <=  WRITE;
        WRITE      :
                state   <=  DONE;
        DONE       : 
            if( i_start == 0 )
                state   <=  WAIT;
            else
                state   <=  state ;      
    endcase
end
endmodule 
```

## run.sh

```bash
#!/bin/bash
# OpenROAD 26Q1-2900-gdf79404cd8, Yosys 0.63+post, stock flow scripts
make -C /OpenROAD-flow-scripts/flow DESIGN_CONFIG=/design/flow/config.mk WORK_HOME=/design/flow/orfs finish
```

## config.mk

```make
export PLATFORM = sky130hd
export DESIGN_NAME = working_zone
export DESIGN_NICKNAME = working_zone
export VERILOG_FILES = /design/flow/design.v
export SDC_FILE = /design/flow/constraint.sdc
export NUM_CORES = 4
export LEC_CHECK = 1
export CORE_UTILIZATION = 50
```

## constraint.sdc

```tcl
current_design working_zone

set clk_period 5.6
set clk_io_pct 0.2

create_clock -name clk0 -period $clk_period [get_ports {i_clk}]

set non_clock_inputs [all_inputs -no_clocks]
set_input_delay [expr $clk_period * $clk_io_pct] -clock clk0 $non_clock_inputs
set_output_delay [expr $clk_period * $clk_io_pct] -clock clk0 [all_outputs]
```

==> CHANGELOG.md <==
## Flow update

- Ys async rst share: 0%
- Hold path start: state[3]
- Number of fillers in the final layout: 1366
- Max Fclk: 148.2 MHz
- Seq cells post-synth: 112
- Worst Hold Slack: 0.4426 ns
- Synth area leader: dfxtp_1
- Syn Std Cell Area: 8626 um2
- Failing checks: setup timing
- FP Util: 51.65%
- Status: finished, violations left
- Fin crit period: 6.746 ns
- Final wirelength: 26110 um
- RR Startpoint: o_address_dly[5]
- Peak VDD IR: 0.0001412 V
- Router iterations before antenna repair: 5
- Die area: 17780 um2
- Clk ins delay skew pair: 0.37 ns
- Synthesized instance count: 985
- I/O Pins: 38
- Synth Seq Share: 25.99%
- Clk slew on worst S/H paths: 0.09 ns
- Worst Path Max Fanout: 7
- Tool warning count: 37
- Die y size: 133.3 um
- DR iter-0 viols: 405
- CP endpoint kind: primary output
- Global-route wire length before repair: 41790 um
- Distinct lib cells used: 64
- Origin of the worst setup path: i_addr[5]
- CTS tree: done
- Congestion Overflow GR: 0
- Num rows: 47
- GR Util All Layers: 31.33%
- Top FF cell, synth: dfxtp_1
- Power Density: 143.4 nW/um2
- Clock skew: 0.01079 ns
- Post-DRT Antenna Nets: 0
- Cells in synth_stat.txt: 985
- Leakage power total: 4.743 nW
- Flip-flops with a built-in enable: 0
- Number of port buffers: 37
- Proportion of layout cells with a drive suffix above 1: 25.35%
- Gp weighted congestion: 0.9652
- Top cells by area: dfxtp_1, ha_1, mux2i_1
- Largest net degree at the start of global routing: 53
- Largest buffer count on any clock path: 2
- RSZ-0062 raised after global routing: true
- Clock tree sinks: 112
- Hpwl dp: 19680 um
- Setup CP Type: reg -> out
- Worst hold path class: reg -> reg
- Final Core Density: 68.38%
- Worst Path Arrival: 5.63 ns
- DP Area: 10910 um2
- Via Count: 8035
- Area Growth Syn to Fin: 32.41%
- Final Hold Viols: 0
- Via count of the first global-routing pass: 7623
- Die W: 133.3 um
- ANT cells: 0
- Startpoint Class: register
- Root buffer cell: clkbuf_16
- Core Area: 16700 um2
- Final tally of setup violations: 4
- Max capacitance violation total: 0
- Worst EP required: 4.48 ns
- # DRC: 0
- H-tree depth: 3
- DR WL/cell: 17.99 um
- Slew @ Worst Pin: 0.7718 ns
- Initial antenna violation count: 0
- Top cell area share: 25.99%
- Fin area: 11420 um2
- Pins Over Slew Limit: 0
- Total CTS buffers: 9
- YS warnings: 1
- Yosys stat chip area: 8626 um2
- Max_slew headroom: 48.39%
- Period utilisation layout: 120.5%
- Final setup margin: -1.146 ns
- Routed vias/inst: 5.538
- Synthesized area per cell: 8.757 um2
## power by group
group | internal (mW) | total, mW | leakage [nW] | switching, mW
Combinational | 0.0496 | 0.115 | 3.67 | 0.0658
Clock | 0.338 | 0.718 | 0.161 | 0.381
Sequential | 0.799 | 0.805 | 0.909 | 0.00569
Total | 1.19 | 1.64 | 4.74 | 0.452
## placed cells by master, fill, tap and decap left out, drive strengths merged, types with 9 or more instances in the layout
master / netlist / final
buf: 10 / 226
ha: 141 / 141
nor2: 140 / 140
dfxtp: 112 / 112
mux2i: 74 / 74
inv: 40 / 44
nand2: 42 / 42
a21oi: 42 / 42
xor2: 40 / 40
nand4: 35 / 35
clkdlybuf4s50: 0 / 32
o21ai: 32 / 32
xnor2: 28 / 28
nor2b: 26 / 26
nand3: 22 / 22
nor3: 20 / 20
a211oi: 16 / 16
and3: 13 / 13
o2111ai: 10 / 10
o21a: 9 / 9
clkbuf: 18 / 9
## registers in the layout, indices dropped and copies added (netlist names), 5 cells and up
register and cells:
data0 8, data1 8, data2 8, data3 8
data4 8, data5 8, data6 8, data7 8
i_addr 8, o_address 16, o_address_dly 16, state 5
## routing by layer
| layer | vias up | part of all wire, % | GRT usage, % |
|---|---|---|---|
| li1 | 4109 | - | - |
| met1 | 3718 | 48 | 46.28 |
| met2 | 166 | 45 | 49.33 |
| met3 | 42 | 4.2 | 3.380 |
| met4 | 0 | 3.4 | 8.838 |
| met5 | - | 0 | 0 |
## cell type report
type | instances | area [um2] | share of cell area, %
Inverter | 40 | 156.4 | 1.369
Multi-Input combinational cell | 805 | 6362 | 55.71
Sequential cell | 112 | 2261 | 19.80
Timing Repair Buffer | 258 | 2033 | 17.80
Clock inverter | 7 | 107.6 | 0.9422
Tap cell | 220 | 275.3 | 2.410
Clock buffer | 9 | 225.2 | 1.972
## per-stage QoR
step	worst slack, ns	std cells	TNS [ns]	power [mW]
6_report	-1.146	1451	-4.016	1.638
5_1_grt	-1.481	1451	-5.292	1.701
4_1_cts	-1.089	1451	-3.774	1.656
3_5_place_dp	-1.304	1422	-4.552	0.9349
3_3_place_gp	-1.269	1422	-4.445	0.9341
2_1_floorplan	-0.2307	985	-0.6181	0.8869
## repair_timing
item                                    in CTS  in global routing
pin swaps                                   25                  1
setup buffers                               13                  0
endpoints found under the setup margin       4                  4
gates resized                               32                  1
hold buffers                                 0                  0
## Yosys cell counts (3+ instances only)
master / instances
a211o_1: 6
a211oi_1: 12
a211oi_4: 3
a21o_1: 5
a21oi_1: 42
a221o_1: 4
a222oi_1: 3
a22oi_1: 8
a41o_1: 4
and3_1: 11
and4_1: 4
buf_1: 9
clkbuf_1: 18
dfxtp_1: 112
ha_1: 141
inv_1: 40
mux2i_1: 74
nand2_1: 42
nand2b_1: 5
nand3_1: 22
nand4_1: 35
nor2_1: 140
nor2b_1: 26
nor3_1: 20
nor3b_1: 3
nor4_1: 7
nor4b_1: 7
o2111ai_1: 9
o211ai_1: 8
o21a_1: 9
o21ai_0: 30
o21bai_1: 8
o22ai_1: 5
or3_1: 6
or4_1: 5
xnor2_1: 28
xor2_1: 40
## critical path, cell delays in order (launching register included)
cell and delay, ns:
dfxtp_1 0.32, inv_1 0.46, ha_1 0.36, nand4_1 0.24, nor4b_1 0.14, a211oi_4 0.23
a221oi_4 0.08, buf_4 0.15, or4_4 0.51, or2_4 0.27, nor3_4 0.27, a22oi_2 0.14
nand4_1 0.14, o21ai_1 0.08, ha_1 0.27, a21o_1 0.16, a21oi_2 0.17, xnor2_2 0.10
xnor2_2 0.15, nor4_2 0.20, nor2_1 0.07, mux2i_1 0.13, o211ai_1 0.12, buf_4 0.16
o31ai_2 0.21, buf_2 0.12
## cell families (layout without fill, tap and decap cells)
logic type	after synthesis	in the layout	synth area share [%]
DFF	112	112	25.99
xor gates and xnor gates	68	68	6.905
AOI/OAI and AO/OA	177	177	14.93
adders and majority gates	142	142	20.68
muxes	74	74	8.587
and+or+nand+nor	344	344	19.93
buffers and inverters	68	314	2.973
## final timing paths
| path | to | slack, ns | cells past startpoint |
|---|---|---|---|
| setup reg to reg | i_addr[3] | 3.46 | 7 |
| hold reg to reg | state[2] | 0.44 | 1 |
| setup / recovery | o_data[3] | -1.15 | 25 |
| hold / removal | state[2] | 0.44 | 1 |
Power is estimated from default activity; no workload was simulated.
